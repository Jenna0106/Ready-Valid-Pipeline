[flow/config.mk]
export PLATFORM = sky130hd
export DESIGN_NAME = pipeline_reg
export DESIGN_NICKNAME = pipeline_reg
export VERILOG_FILES = /design/flow/design.v
export SDC_FILE = /design/flow/constraint.sdc
export NUM_CORES = 4
export LEC_CHECK = 1
export CORE_UTILIZATION = 30
[flow/constraint.sdc]
current_design pipeline_reg

set clk_period 2.5
set clk_io_pct 0.2

create_clock -name clk0 -period $clk_period [get_ports {clk}]

set non_clock_inputs [all_inputs -no_clocks]
set_input_delay [expr $clk_period * $clk_io_pct] -clock clk0 $non_clock_inputs
set_output_delay [expr $clk_period * $clk_io_pct] -clock clk0 [all_outputs]
[flow/design.v]
module pipeline_reg #(
    parameter int DATA_W = 32
)(
    input  logic clk,
    input  logic rst_n,
    input  logic in_valid,
    output logic in_ready,
    input  logic [DATA_W-1:0] in_data,
    output logic out_valid,
    input  logic out_ready,
    output logic [DATA_W-1:0] out_data
);
    logic [DATA_W-1:0] data_q;
    logic full;
    logic accept_in;
    logic accept_out;
    always_comb begin
        out_valid = full;
        out_data  = data_q;
        accept_out = out_valid && out_ready;
        in_ready   = !full || accept_out;
        accept_in  = in_valid && in_ready;
    end
    always_ff @(posedge clk or negedge rst_n) begin
        if (!rst_n) begin
            full <= 1'b0;
            data_q <= '0;
        end
        else begin
            unique case({accept_in, accept_out})
                2'b10: begin
                    data_q <= in_data;
                    full <= 1'b1;
                end
                2'b01: begin
                    full <= 1'b0;
                end
                2'b11: begin
                    data_q <= in_data;
                    full <= 1'b1;
                end
                default: begin
                    full <= full;
                end
            endcase
        end
    end
endmodule
[flow/run.sh]
#!/bin/bash
# OpenROAD 26Q1-2900-gdf79404cd8, Yosys 0.63+post, stock flow scripts
make -C /OpenROAD-flow-scripts/flow DESIGN_CONFIG=/design/flow/config.mk WORK_HOME=/design/flow/orfs finish
==> results.txt <==
Implementation results are summarized by area below.

Placement
The total half-perimeter wirelength after legalization and detailed placement is 1830 um. RePlAce ended its routability-driven mode at a weighted congestion of 0.700. The quantity of I/O buffers inserted on ports is approximately 69. The worst slack after detailed placement is 0.426 ns. The detailed placer reported the number of placed instances as 190.

Synth
In this run, the synthesized area fraction spent on xor and xnor cells is recorded as 0%. Yosys stat counts 71 cells in the synthesized netlist. Ranked by total cell area, the synthesized netlist is headed by sky130_fd_sc_hd__dfrtp_1, sky130_fd_sc_hd__mux2_4, sky130_fd_sc_hd__buf_12, sky130_fd_sc_hd__mux2_2, sky130_fd_sc_hd__nand2b_4. Yosys mapped a number of flops with a built-in enable equal to 0.

The fraction of post-synthesis cell area in the top cell type by area is 59.4%. In the synthesis report, Yosys lists the chip area as 0.00139 mm^2. Sorting the synthesized cells by how often they occur yields sky130_fd_sc_hd__dfrtp_1, sky130_fd_sc_hd__mux2_4, sky130_fd_sc_hd__buf_12.

The dominant register cell is sky130_fd_sc_hd__dfrtp_1. The average cell area after synthesis is approximately 20 um^2. The number of standard cells after synthesis is 71.

The share of flip-flops with an asynchronous set or reset after synthesis is 100%. The count of state elements after synthesis is 33. The count of warnings emitted by yosys is 1. The netlist uses 7 different library cells.

After synthesis the cells add up to 0.00139 mm^2. After synthesis, the share of cell area in mux cells is 34.0%. In this run, the synthesized area fraction spent on AND-OR/OR-AND gates is recorded as 0%.

The cell type contributing the most total cell area after synthesis is sky130_fd_sc_hd__dfrtp_1. After Yosys synthesis, and, or, nand and nor cells account for approximately 2.3% of the synthesized area. The most numerous cell in the Yosys netlist is sky130_fd_sc_hd__dfrtp_1. After Yosys synthesis, full adders, half adders and majority gates account for 0% of the synthesized area.

The post-synthesis sequential area ratio is 59.4%. The largest family of logic cells by area is multiplexers.

Run status
The run finished with clean final reports.

Power
The maximum ir drop on the vdd rail is 0.000280 V. The reported net switching power is 0.291 mW. The part of the power in combinational logic is 25.1%. The portion of total power attributed to sequential cells is 47.6%. The net switching fraction of the power is between 20% and 30%.

Total power normalized to cell area comes to 632 mW/mm^2. The static leakage power is approximately 1 nW. The cell-internal power is 1.09 mW. The clock network burns 27.3% of the power.

Final timing
The final critical path takes up 82.7% of the cycle. At the pin with the least slew margin, the transition time is 0.730 ns. Across the routed clock network, the largest skew measured is between 0.003 and 0.004 ns. After routing, the total negative slack on setup checks comes to 0 ns. Per the final timing report, the hold violations number 0. Setup repair after global routing left no endpoint under its margin.

The max-slew violation count is 0. The final tally of setup violations is 0. The worst-case setup margin in the final layout is 0.433 ns.

The worst slew slack as a fraction of its limit is between 50% and 60%. The highest clock rate this design can be run at is between 400 and 500 MHz. The worst path in the final design needs a cycle of 2.07 ns, including I/O delays and setup.

Global routing
The first-pass GRT wire length is 4350 um. Entering global routing, the biggest net connects 34 pins. The number of global-route vias before repair is 875.

The total overflow left after global routing is 0. The total track usage is 11.5%. The initial antenna violation count is 0.

Final layout
The layout cell share with drive strength beyond 1 is 29.5%. Cells fill between 40 and 50% of the core in the end. Per the run report, area growth between synthesis and finish was 57.0%. The number of non-filler instances in the completed layout is 198.

Job
The max-cap violation count is 0. The warning total across the stage logs is 25.

Clock network
The tree built by TritonCTS fans out to 33 sinks. On the worst setup and hold paths after CTS, the clock-pin slew comes to 0.07 ns. Clock latency on the worst-skew pair, taken at its later pin, is 0.27 ns.

The clock tree synthesis step divided the H-tree into 2 levels. The number of clock buffers inserted by TritonCTS is 5. The root cell of the clock tree is sky130_fd_sc_hd__clkbuf_8. The maximum buffer depth of the clock tree is 2.

The count of cells resized by post-cts repair is 0. The TritonCTS clock tree is done. The buffer count from post-CTS setup fixing is 0. The number of hold buffers added after cts is 0.

Worst setup path
The worst setup path is launched from a primary input. The critical path is of the primary input to primary output type. The OpenROAD report gives the critical path a data arrival time of 1.57 ns. The critical path required time is around 2 ns. The largest driver fanout on the critical path is 3. STA classifies the critical path endpoint as a primary output.

Die
The floorplan step set the die height to 70.1 um. The chip occupies 0.00491 mm^2. The initial cell density of the core is a little under a third. The count of standard-cell rows is 24.

From left edge to right edge, the die measures 70.1 um. The core area is approximately 0.0044 mm^2. around 70 I/O pins were placed.

Detailed routing
The detailed-route via count is 823. The final antenna diode count is 0. In this run, the number of DRC markers left after iteration 0 of detailed routing was 20. The routed length per instance is 13.0 um. The via density per instance is 4.16.

The iteration count of the initial detailed-routing pass is 2. The number of remaining DRC errors is 0. The final routed wirelength across all metal layers is 2570 um. The tally of nets with antenna violations remaining after routing is 0.

Worst hold path
Note that the worst hold path type here is primary input to asynchronous set/reset pin.
flip-flops by register name, summed over array words and instances (netlist names):
name and cells:
data_q 32, full 1
layout make-up:
cell class	instances	area (um^2)
clock buffer	6	72.6
multi-input combinational	35	505
tap	52	65.1
clock inverter	2	10.0
timing repair buffer	70	706
sequential	33	826
fill	383	2230
routing by layer:
| metal | track usage, % | vias up | routed length [um] |
|---|---|---|---|
| met1 | 17.9 | 391 | 1200 |
| li1 | - | 391 | - |
| met2 | 16.6 | 37 | 1160 |
| met4 | 2.22 | 0 | 43 |
| met3 | 3.36 | 4 | 170 |
| met5 | 0 | - | 0 |
stage by stage:
stage | power (mW) | hold slack (ns) | area, um^2
finish | 1.38 | 0.275 | 2180
global route | 1.47 | 0.330 | 2180
CTS | 1.41 | 0.302 | 2180
detailed placement | 1.02 | 0.493 | 2100
global placement | 1.02 | 0.493 | 2100
floorplan | 0.789 | 0.204 | 1390
final timing paths:
path	slack, ns	cells after the start	to	from
worst min register to register	0.51	1	data_q[29]	data_q[29]
worst min-delay path	0.28	1	data_q[6]	rst_n
worst max-delay path	0.43	3	in_ready	out_ready
max in group asynchronous	1.75	1	data_q[24]	rst_n
worst max register to register	1.11	4	data_q[8]	full
min in group clk0	0.51	1	data_q[29]	data_q[29]
layout by cell type (no fill, tap or decap):
master / n
sky130_fd_sc_hd__mux2_4: 30
sky130_fd_sc_hd__buf_12: 1
sky130_fd_sc_hd__clkdlybuf4s50_1: 68
sky130_fd_sc_hd__clkbuf_1: 1
sky130_fd_sc_hd__clkinv_2: 2
sky130_fd_sc_hd__nand2_4: 1
sky130_fd_sc_hd__mux2_2: 2
sky130_fd_sc_hd__buf_2: 1
sky130_fd_sc_hd__clkbuf_8: 5
sky130_fd_sc_hd__nand2b_4: 1
sky130_fd_sc_hd__or2b_1: 1
sky130_fd_sc_hd__dfrtp_1: 33
critical path, cell delays in order:
cell	delay [ns]
sky130_fd_sc_hd__clkdlybuf4s50_1	0.46
sky130_fd_sc_hd__nand2b_4	0.14
sky130_fd_sc_hd__clkdlybuf4s50_1	0.47
logic make-up (layout without fill, tap and decap cells):
kind of cell / after synthesis / count (layout)
buffers and inverters: 3 / 78
DFF: 33 / 33
muxes: 32 / 32
and+or+nand+nor: 3 / 3
power by group through the flow:
stage	combinational, mW	clock [mW]	sequential [mW]
final	0.347	0.376	0.657
after global routing	0.375	0.425	0.667
after CTS	0.353	0.399	0.658
Power is estimated from default activity; no workload was simulated.
